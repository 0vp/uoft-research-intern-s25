**config.mk**
```make
export PLATFORM = sky130hd
export DESIGN_NAME = sigin
export DESIGN_NICKNAME = sigin
export VERILOG_FILES = /design/flow/design.v
export SDC_FILE = /design/flow/constraint.sdc
export NUM_CORES = 4
export LEC_CHECK = 1
export CORE_AREA = 10 10 70 70
export DIE_AREA = 0 0 80 80
```
**constraint.sdc**
```tcl
current_design sigin

set clk_period 1.3
set clk_io_pct 0.2

create_clock -name clk0 -period $clk_period

set non_clock_inputs [all_inputs -no_clocks]
set_input_delay [expr $clk_period * $clk_io_pct] -clock clk0 $non_clock_inputs
set_output_delay [expr $clk_period * $clk_io_pct] -clock clk0 [all_outputs]
```
**design.v**
```verilog
module sigin(data, address);
	input [7:0] address;
	output [7:0] data;
	reg [7:0] data;
	always @ (address) data = address + 1;
endmodule
```
**run.sh**
```bash
#!/bin/bash
# OpenROAD 26Q1-2900-gdf79404cd8, Yosys 0.63+post, stock flow scripts
make -C /OpenROAD-flow-scripts/flow DESIGN_CONFIG=/design/flow/config.mk WORK_HOME=/design/flow/orfs finish
```
==> run_results.csv <==
group,metric,value,unit
setup_path,critPathMaxStageDelay,460,ps
setup_path,critPathCaptureType,"output pin",
drt,drt_iter0_drc,2,
sta,period_needed,1270,ps
finish,num-fill-cells,394,
synth,yosys_area,116,µm²
sta,tightest_slew,128,ps
finish,area_growth,258,%
sta,final.setup.tns,0,ps
die,initCoreUtil,3.41,%
finish,seq_area,0,µm²
job,cap_violations,0,
die,die_w,80,µm
global_routing,grt_max_degree,5,
place,hpwlAfterDp,580,µm
sta,fmax,0.787,GHz
hold_path,hp-start,"address[6]",
die,dieHeight,80,µm
power,ir_drop,0.0288,mV
synth,ys_types,10,
setup_path,setup.worst_path.start,"address[0]",
global_routing,grt_pass1_vias,205,
synth,top_area_share,22.6,%
setup_path,required,1040,ps
die,num_rows,21,
sta,hold_slack,887,ps
drt,wl_per_cell,7.47,µm
place,io_buffers,16,
global_routing,grt_usage,1.80,%
finish,clockBufferCount,0,
synth,topCellsByArea,"xnor2_1, xor2_1, ha_1, nand3_1, nand3_2",
sta,setup_viol,0,
sta,finalClockPeriodUsage,97.7,%
synth,synth_seq_share,0,%
synth,yosysCellCount,16,
synth,yosys.area.top_type,"xnor2_1",
setup_path,path_buffers,4,
global_routing,overflow,0,
finish,finish.utilization,12.2,%
synth,syn_area,116,µm²
drt,drtAntennaViolNets,0,
place,place_ws,-722,ps
die,pin_count,16,
setup_path,crit_arrival,1010,ps
setup_path,cp_common_cell,"buf_4",
setup_path,critPathMaxFanout,3,
synth,yosysWarnings,1,
die,design.core.area,3420,µm²
setup_path,crit_slowest_cell,"clkdlybuf4s50_1",
setup_path,start_kind,"input pin",
power,p_leak,0.184,nW
global_routing,antenna_found_initial,0,
drt,viasPerCell,2.23,
job,warning_count,33,
setup_path,critical_path.cell_chain,"buf_4 > buf_4 > inv_1 > clkdlybuf4s50_1",
global_routing,grt_pass1_wl,938,µm
die,chip_area,6400,µm²
synth,avgSynthCellArea,7.27,µm²
synth,synthCells,16,
finish,drive_gt1_share,70.0,%
sta,drv_slew,0,
drt,diodes,0,
sta,timing.final.hold_violations,0,
drt,vias,192,
finish,layout_top_cells,"buf_4, buf_2, dlygate4sd2_1",
power,powerDensity,241,nW/µm²
place,gp_congestion,0.734,
drt,dr.pass1.iters,3,
drt,drc,0,
sta,worst_slack,29.3,ps
sta,rsz0062_at_grt,"true",
finish,n_sequential_cell,0,
hold_path,min_path_type,"in2out",
setup_path,critPathTopFamily,"buffers and inverters",
sta,slew_headroom,91.4,%
finish,lay_top_count,"buf_4",
setup_path,crit_type,"in2out",
run_status,outcome,"completed",
drt,routed_wl,642,µm
==> stage by stage <==
step	cells	power (mW)	cell area, µm²
6_report	86	0.100	417
5_1_grt	86	0.111	417
4_1_cts	86	0.0983	402
3_5_place_dp	85	0.105	387
3_3_place_gp	85	0.105	387
2_1_floorplan	16	0.0158	116
==> power by group <==
part / internal [mW] / switching, mW
sequential: 0 / 0
combinational: 0.0637 / 0.0367
clock: 0 / 0
total: 0.0637 / 0.0367
==> final timing paths <==
check	end	slack, ps	cells past startpoint
worst max-delay path	data[0]	30	4
worst min-delay path	data[6]	890	4
==> Yosys cell counts (all sizes together) <==
cell type / instances
ha: 1
and3: 1
xor2: 3
nand3: 3
xnor2: 3
nor3: 1
inv: 1
nand2: 2
nor2: 1
==> repair_timing <==
action	4_1_cts	5_1_grt
endpoints found under the setup margin	8	3
resized	46	9
pin swaps	9	2
buffers inserted	1	0
hold buffers	0	0
==> cell families after synthesis <==
group,after synthesis,share of synthesized area (%)
adder cells (fa/ha/maj),1,10.8
AND/OR/NAND/NOR,8,40.9
XOR/XNOR,6,45.2
buffers and inverters,1,3.22
==> metal layers <==
metal	track usage, %	vias up	routed length (µm)	part of all wire (%)
li1	-	105	-	-
met1	2.04	77	262	41
met2	3.29	10	289	45
met3	0.682	0	90	14
met4	0	0	0	0
met5	0	-	0	0
==> layout make-up <==
type | instances | area, µm² | area share (%)
Inverter | 1 | 3.75 | 0.901
Timing Repair Buffer | 24 | 184 | 44.1
Multi-Input combinational cell | 15 | 171 | 41.1
Tap cell | 46 | 57.6 | 13.8
Power is estimated from default activity; no workload was simulated.
