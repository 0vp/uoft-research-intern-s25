**flow/design.v**
```verilog
`timescale 1ns / 1ps
module serial_to_parallel #(
    parameter N = 200,                     
    parameter K = 168,                     
    parameter SYMBOL_WIDTH = 8,            
    parameter MODE = "ENCODE",             
    parameter FIFO_DEPTH = 2,              
    parameter OUTPUT_WIDTH = (MODE == "ENCODE") ? (N * SYMBOL_WIDTH) :         
                            (MODE == "DECODE") ? (N * SYMBOL_WIDTH) :         
                            (MODE == "ENCODE_2D") ? (K * K * SYMBOL_WIDTH) :  
                            (MODE == "DECODE_2D") ? (N * N * SYMBOL_WIDTH) :  
                                                     (N * SYMBOL_WIDTH)         
) (
    input  wire clk,
    input  wire rstn,
    input  wire serial_data_in,
    input  wire serial_data_valid,
    output reg  [OUTPUT_WIDTH-1:0] parallel_data_out,
    output reg  parallel_data_valid,
    input  wire parallel_data_ready,      
    output wire collecting,                
    output wire [15:0] bits_collected,     
    output wire buffer_full,               
    output wire [3:0] frames_buffered,     
    output reg [31:0] bits_dropped         
);
localparam FRAME_BITS = (MODE == "ENCODE") ? (K * SYMBOL_WIDTH) :         
                        (MODE == "DECODE") ? (N * SYMBOL_WIDTH) :         
                        (MODE == "ENCODE_2D") ? (K * K * SYMBOL_WIDTH) :  
                        (MODE == "DECODE_2D") ? (N * N * SYMBOL_WIDTH) :  
                                                (N * SYMBOL_WIDTH);        
localparam BIT_COUNT_WIDTH = $clog2(FRAME_BITS + 1);
reg [FRAME_BITS-1:0] frame_fifo [0:FIFO_DEPTH-1];
localparam PTR_WIDTH = $clog2(FIFO_DEPTH);
reg [PTR_WIDTH-1:0] fifo_wr_ptr;
reg [PTR_WIDTH-1:0] fifo_rd_ptr;
reg [$clog2(FIFO_DEPTH+1)-1:0] fifo_count;   
reg [BIT_COUNT_WIDTH-1:0] bit_counter;
reg [FRAME_BITS-1:0] shift_register;
reg frame_ready;   
reg [FRAME_BITS-1:0] complete_frame;
integer init_idx;
assign collecting = (bit_counter > 0) || serial_data_valid;
assign bits_collected = bit_counter;
assign buffer_full = (fifo_count >= FIFO_DEPTH);
assign frames_buffered = {{2{1'b0}}, fifo_count};
reg first_bit_seen;
reg [31:0] total_bits_received;
reg [31:0] instance_id;
initial begin
    instance_id = $random;
end
always @(posedge clk or negedge rstn) begin
    if (!rstn) begin
        bit_counter <= 0;
        shift_register <= 0;
        frame_ready <= 0;
        complete_frame <= 0;
        bits_dropped <= 0;
        first_bit_seen <= 0;
        total_bits_received <= 0;
    end else begin
        frame_ready <= 0;   
        if (serial_data_valid) begin
            if (!first_bit_seen) begin
                first_bit_seen <= 1;
            end
            total_bits_received <= total_bits_received + 1;
            if (bit_counter == FRAME_BITS - 1) begin
                complete_frame <= {serial_data_in, shift_register[FRAME_BITS-1:1]};
                if (!buffer_full) begin
                    frame_ready <= 1;   
                end else begin
                    bits_dropped <= bits_dropped + FRAME_BITS;
                end
                bit_counter <= 0;   
            end else begin
                shift_register <= {serial_data_in, shift_register[FRAME_BITS-1:1]};
                bit_counter <= bit_counter + 1;
                if (bit_counter < 5) begin
                end
            end
            if (bit_counter >= FRAME_BITS - 5) begin
            end
        end
    end
end
always @(posedge clk or negedge rstn) begin
    if (!rstn) begin
        fifo_wr_ptr <= 0;
        for (init_idx = 0; init_idx < FIFO_DEPTH; init_idx = init_idx + 1) begin
            frame_fifo[init_idx] <= 0;
        end
    end else begin
        if (frame_ready && !buffer_full) begin
            frame_fifo[fifo_wr_ptr] <= complete_frame;
            fifo_wr_ptr <= fifo_wr_ptr + 1'b1;   
        end
    end
end
always @(posedge clk or negedge rstn) begin
    if (!rstn) begin
        fifo_rd_ptr <= 0;
        parallel_data_out <= 0;
        parallel_data_valid <= 0;
    end else begin
        if (parallel_data_valid && parallel_data_ready) begin
            parallel_data_valid <= 0;
            fifo_rd_ptr <= fifo_rd_ptr + 1'b1;   
        end
        if (!parallel_data_valid && fifo_count > 0) begin
            if (MODE == "ENCODE") begin
                parallel_data_out <= {{(N-K)*SYMBOL_WIDTH{1'b0}}, frame_fifo[fifo_rd_ptr]};
            end else if (MODE == "ENCODE_2D") begin
                parallel_data_out <= frame_fifo[fifo_rd_ptr];
            end else if (MODE == "DECODE_2D") begin
                parallel_data_out <= frame_fifo[fifo_rd_ptr];
            end else begin
                parallel_data_out <= frame_fifo[fifo_rd_ptr];
            end
            parallel_data_valid <= 1;
        end
    end
end
always @(posedge clk or negedge rstn) begin
    if (!rstn) begin
        fifo_count <= 0;
    end else begin
        case ({frame_ready && !buffer_full, parallel_data_valid && parallel_data_ready})
            2'b10: fifo_count <= fifo_count + 1;   
            2'b01: fifo_count <= fifo_count - 1;   
            2'b11: fifo_count <= fifo_count;       
            default: fifo_count <= fifo_count;     
        endcase
    end
end
endmodule
```
**flow/run.sh**
```bash
#!/bin/bash
# OpenROAD 26Q1-2900-gdf79404cd8, Yosys 0.63+post, stock flow scripts
make -C /OpenROAD-flow-scripts/flow DESIGN_CONFIG=/design/flow/config.mk WORK_HOME=/design/flow/orfs finish
```
**flow/config.mk**
```make
export PLATFORM = sky130hd
export DESIGN_NAME = serial_to_parallel
export DESIGN_NICKNAME = serial_to_parallel
export VERILOG_FILES = /design/flow/design.v
export SDC_FILE = /design/flow/constraint.sdc
export NUM_CORES = 4
export LEC_CHECK = 1
export CORE_UTILIZATION = 50
```
**flow/constraint.sdc**
```tcl
current_design serial_to_parallel

set clk_period 296.3
set clk_io_pct 0.2

create_clock -name clk0 -period $clk_period [get_ports {clk}]

set non_clock_inputs [all_inputs -no_clocks]
set_input_delay [expr $clk_period * $clk_io_pct] -clock clk0 $non_clock_inputs
set_output_delay [expr $clk_period * $clk_io_pct] -clock clk0 [all_outputs]
```
==> results.cfg <==
; yosys + openroad results
[outcome]
outcome = completed

[synth]
yosys_warnings = 3
async_flop_share_pct = 100
ys_seq_elements = 6762
edf_count = 0
ys_types = 41
ys_area_um2 = 264000
syn_area_per_cell_um2 = 14.9
synth-main-ff-cell = dfrtp_1
yosysCellCount = 17600
post_synth_instance_area_um2 = 264000
yosysSeqAreaShare_pct = 64.2
synth_cells = 17600

[cts]
h-tree-depth = 6
cts_buffer_depth = 4
cts_tree = built
clock_latency_ns = 1.08
postCtsResizedCells = 0
cts-root-buf = clkbuf_16
clock_sinks = 6762
numCtsBuffers = 701
post_cts_buffers = 0
clkTransAtPathRegs_ns = 0.06
holdBufCountCts = 0

[floorplanning]
rows = 266
die_y_um = 728
coreArea_um2 = 525000
fp.dieArea_um2 = 530000
io_pins = 1660
fp_util_pct = 50.2
die_x_um = 728

[min_path]
hp-class = register to register
worstHoldEndpoint = shift_register[655]$_DFFE_PN0P_
holdPathStages = 1
hold_path_startpoint = shift_register[656]$_DFFE_PN0P_

[routing]
drc = 0
vias = 140000
firstDrtPassIters = 5
wirelength_mm = 583
drt-vias-per-instance = 5.26
post_drt_wl_per_cell_um = 22.0
ant_nets = 0
dr.first_iter.drc_count = 6787

[sta]
hold_viol = 0
clock.fmax_mhz = 8.28
fin_crit_sh_pct = 40.8
finalSetupTns_ns = 0
clock_skew_ns = 0.0669
min_period_ns = 120.77
worstMarginPinSlew_ns = 0.925
rsz0062_at_grt = no
holdWs_ns = 0.467
relSlewSlack_pct = 38.1
setup-violations-final = 0
slew_viol_final = 0

[power]
irDropWorstVdd_uv = 9.60
powerDensity_nw_per_um2 = 6.54
power.leakage_uw = 0.154

[setup_path]
reg2reg_depth = 12
rrSetupSlack_ns = 289.79
crit_required_ns = 237.04
crit_fanout = 9
worstPathArrival_ns = 61.51
cp-start-kind = input port
timing.rr.start = bit_counter[0]$_DFFE_PN0P_
crit_path_end_kind = output pin
r2r_end = complete_frame[1166]$_DFFE_PN0P_
crit_type = input port to output pin

[placement]
gp_congestion = 0.830
placed_cell_area_um2 = 282000
portBuffers = 1390
dpl.cell_count = 25300
dpl.hpwl_mm = 383

[layout]
layout.core_utilization_pct = 58.3
synthToLayoutAreaGrowth_pct = 16.0
final_layout_size_suffix_gt1_share_pct = 26.8
final_cells = 26600
fin_area_um2 = 306000

[grt]
grt_start_max_net_pins = 180
grt-ovfl-total = 0
track_usage_pct = 23.7
antenna_found_initial = 12
grt_pass1_wl_mm = 912
grt_pass1_vias = 145000

[run]
maxCapViolCount = 0
warning_count = 81
[metal layers]
layer  wire (um)  vias to the layer above  track usage [%]
met2      270000                     2271             34.8
met5           0                        -                0
met1      250000                    72300             36.7
li1            -                    64200                -
met4       21600                        0             6.89
met3       41900                      858             7.01
[area by class of cell]
type | instances | area (um2)
tap | 6968 | 8720
sequential | 6762 | 169000
multi-input combinational | 9818 | 87800
timing repair buffer | 1710 | 16700
antenna | 12 | 30.0
clock inverter | 160 | 2170
clock buffer | 1117 | 21200
fill | 40800 | 219000
inverter | 7 | 26.3
[metrics by stage]
stage                     power [uW]  worst slack (ns)
final                           2000            175.53
after global routing            2080            175.32
after CTS                       2030            175.40
after detailed placement        1150            175.41
after global placement          1140            175.37
after floorplan                 1090            177.34
[sequential cells by signal, summed over array words and instances (netlist names)]
| register | cells |
|---|---|
| parallel_data_valid | 1 |
| fifo_rd_ptr | 1 |
| bits_dropped | 26 |
| frame_fifo | 2688 |
| parallel_data_out | 1344 |
| bit_counter | 11 |
| complete_frame | 1344 |
| fifo_wr_ptr | 1 |
| shift_register | 1343 |
| fifo_count | 2 |
| frame_ready | 1 |
[synthesized netlist by cell type (all sizes together), types with 3 or more instances]
library cell / n / area share (%)
and3: 6 / 0.014
and4: 3 / 0.010
buf: 975 / 2.4
clkbuf: 346 / 0.49
dfrtp: 6762 / 64
ha: 4 / 0.019
inv: 7 / 0.010
mux2: 5376 / 23
mux2i: 1345 / 5.1
nand2: 1360 / 1.9
nand3: 7 / 0.013
nand4: 9 / 0.024
nor2: 14 / 0.020
nor3: 9 / 0.021
nor4: 11 / 0.026
nor4b: 3 / 0.010
o211ai: 4 / 0.011
o21ai: 1349 / 2.6
xnor2: 9 / 0.030
xor2: 26 / 0.086
[worst max-delay path by stage]
stage                 slack, ns  cells after the start              start    endpoint
after CTS                175.40                      4  serial_data_valid  collecting
after global routing     175.32                      4  serial_data_valid  collecting
final                    175.53                      4  serial_data_valid  collecting
[critical path: stages]
cell and delay (ns):
clkdlybuf4s50_1 0.89, nor4b_1 0.47, nand3_1 0.35, clkdlybuf4s50_1 0.51
[kinds of logic (layout without fill, tap and decap cells)]
logic type                 Yosys count  after routing  share of synthesized area, %
buffers and inverters             1328           2994                          2.92
DFF                               6762           6762                          64.2
xor gates and xnor gates            35             35                         0.116
muxes                             6721           6721                          28.1
and+or+nand+nor                   1427           1427                          2.09
other                                1            281                       0.00142
adders and majority gates            4              4                        0.0190
AOI/OAI and AO/OA                 1362           1362                          2.60
[cell usage in the layout (no fill, tap or decap), drive strengths merged, types with 11 or more instances in the layout]
cell type      Yosys  routed
nor4              11      11
xor2              26      26
mux2            5376    5376
clkdlybuf4s50      0    1389
nand2           1360    1360
clkinv             0     118
nor2              14      14
conb               1     269
o21ai           1349    1349
dfrtp           6762    6762
clkbuf           346    1117
buf              975     321
mux2i           1345    1345
diode              0      12
inv                7      27
bufinv             0      17
[power breakdown]
group          internal (uW)  switching, uW  leakage (uW)
sequential               926           3.12        0.0944
combinational           50.8            143        0.0481
clock                    509            367        0.0115
Power is estimated from default activity; no workload was simulated.
